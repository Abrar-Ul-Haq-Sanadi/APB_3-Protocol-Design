`design/flow/config.mk`:
```
export PLATFORM = sky130hd
export DESIGN_NAME = apb_wrapper
export DESIGN_NICKNAME = apb_wrapper
export VERILOG_FILES = /design/flow/design.v
export SDC_FILE = /design/flow/constraint.sdc
export NUM_CORES = 4
export LEC_CHECK = 1
export CORE_UTILIZATION = 50
export SYNTH_HDL_FRONTEND = slang
```
`design/flow/run.sh`:
```
#!/bin/bash
# OpenROAD 26Q1-2900-gdf79404cd8, Yosys 0.63+post, stock flow scripts
make -C /OpenROAD-flow-scripts/flow DESIGN_CONFIG=/design/flow/config.mk WORK_HOME=/design/flow/orfs finish
```
`design/flow/design.v`:
```
module CSR #(parameter 
            ADDR_WIDTH = 16, 
            DATA_WIDTH = 32
            )
(
    input   logic                       pclk,
    input   logic                       preset_n,
    input   logic                       psel,       
    input   logic                       penable,
    input   logic                       pwrite, 
    input   logic     [ADDR_WIDTH-1:0]  paddr,
    input   logic     [DATA_WIDTH-1:0]  pwdata,
    output  logic     [DATA_WIDTH-1:0]  prdata,
    output  logic                       pready,
    output  logic                       pslverr,
    output  logic                       Intr,             
    input   logic                       Tx_done_i,       
    input   logic                       Rx_done_i,
    input   logic                       Arb_done_i
);    
    localparam logic [ADDR_WIDTH-1:0]CFG_REG_ADDR[8:4] = '{16'h0010, 16'h0014, 16'h0018,                                                                           16'h001C, 16'h0020 };
    reg [16:0]    config_reg0; 
    reg [20:0]    config_reg1; 
    reg [2:0]     status_reg;
    reg [2:0]     Interrupt_EN;
    reg [DATA_WIDTH-1:0]    config_reg[8:4];
    reg [DATA_WIDTH-1:0]   prdata_o;
    wire write_op = psel && penable && pwrite;
    wire read_op  = psel && penable && ~pwrite;
    wire pHigh;
    assign pready = psel && penable;
    assign Intr = |(status_reg[2:0] & Interrupt_EN[2:0]) ;       
    assign prdata = prdata_o;
    assign pHigh = psel && penable && pready ;                   
    always @(posedge pclk or negedge preset_n) begin
        if(~preset_n) begin  
            config_reg0 <= 'b0;
            config_reg1 <= 'b0;
            status_reg  <= 'b0;      
            Interrupt_EN<= 'b0;
            for (int i = 4; i <= 8; i++) begin       
                config_reg[i] <= 16'b0;
            end
        end
        else if(write_op) begin
                if(paddr == 16'h0000) begin
                    config_reg0 <= {pwdata[24:16],pwdata[7:0]};
                end
                else if(paddr == 16'h0004) begin
                    config_reg1 <= pwdata[20:0];
                end
                else if(paddr == 16'h000C) begin
                    Interrupt_EN  <= pwdata[2:0];
                end
                else begin
                    for (int i = 4; i <= 8; i++) begin
                        if (paddr == CFG_REG_ADDR[i]) begin
                            config_reg[i] <= pwdata ;
                        end
                    end
                end
        end
    end
    always @(*) begin
    prdata_o  = 'b0;
            case (paddr)
                16'h0000 : begin prdata_o = {7'b0, config_reg0[16:8], 8'b0, config_reg0[7:0]}; end
                16'h0004 : begin prdata_o = {11'b0, config_reg1[20:0]}; end
                16'h0008 : begin prdata_o  = {29'b0, status_reg[2:0]} ; end
                16'h000C : begin prdata_o = {29'b0, Interrupt_EN[2:0]}; end
                default : begin
                     for (int i = 4; i <= 8; i++) begin
                        if (paddr == CFG_REG_ADDR[i]) begin
                            prdata_o = config_reg[i];
                        end
                    end
                end                  
            endcase
    end
    always @(posedge pclk) begin
        status_reg  <= {Arb_done_i, Rx_done_i, Tx_done_i}; 
        if(paddr == 16'h0008) begin
            if(write_op) begin
                    status_reg[2:0] <= status_reg[2:0] & ~pwdata[2:0];
            end else if(read_op) begin
                status_reg[2:0] <= 'b0;      
            end
        end
    end
    always @(*) begin
       if(pHigh && (paddr > 16'h0020)) begin
            pslverr = 1'b1;
        end
        else begin
            pslverr = 1'b0;
        end
    end
endmodule
module apb_master #(parameter 
			ADDR_WIDTH = 16,
			DATA_WIDTH = 32 )
(
	input 	logic						pclk,
	input 	logic						preset_n,
	input 	logic						tx_valid,
	input 	logic	[1:0] 				tx_encode,
	input 	logic	[ADDR_WIDTH-1:0] 	tx_addr,
	input 	logic	[DATA_WIDTH-1:0] 	tx_wdata,
	output 	logic	[DATA_WIDTH-1:0] 	tx_rdata,
	output 	logic						tx_rvalid,
	output 	logic						psel,
	output 	logic						penable,
	output 	logic						pwrite,
	output 	logic	[ADDR_WIDTH-1:0] 	paddr,
	output 	logic	[DATA_WIDTH-1:0] 	pwdata,
	input  	logic	[DATA_WIDTH-1:0] 	prdata,
    input  	logic						pready,
	input  	logic						pslverr
	);
	typedef enum logic [1:0] {IDLE, SETUP, ACCESS} states;
	states state; 
	wire tx_bit;		
	assign tx_bit = (tx_valid && (tx_encode == 2'b01 || tx_encode==2'b00)) ;
	always @(posedge pclk or negedge preset_n)
	begin
		if(~preset_n) begin
			state 	<= IDLE;
			psel  	<= 1'b0;
			penable	<= 1'b0;
			pwrite 	<= 1'b0;
			paddr 	<= 'b0;
			pwdata 	<= 'b0;
			tx_rdata <= 'b0;
			tx_rvalid <= 1'b0;
		end
		else begin
			case(state)
			IDLE: begin
				psel	<= 1'b0;
				penable <= 1'b0;
				paddr	<= tx_addr;
				tx_rvalid <= 1'b0;
				if(tx_bit) begin
					state	<= SETUP;
					psel	<= 1'b1;
					penable	<= 1'b0;
					if(tx_encode==2'b00) begin
						pwrite <= 1'b0;		 
					end
					else begin
						pwrite <= 1'b1;		 
						pwdata <= tx_wdata;
					end
				end
			end
			SETUP: begin
				psel	<= 1'b1;
				penable	<= 1'b1;
				tx_rvalid <= 1'b0;			
				state	<= ACCESS;				 
			end
			ACCESS: begin
				if(pready) begin				 
					if (~pwrite && ~pslverr) begin			 
						tx_rdata	<= prdata;
						tx_rvalid	<= 1'b1;
					end
					penable <= 1'b0;
					if(tx_bit) begin
						state	<= SETUP;		 
						paddr <= tx_addr;		 
						if(tx_encode==2'b00) begin		 
							pwrite <= 1'b0;
						end
						else if(tx_encode == 2'b01) begin	 
							pwrite 	<= 1'b1;
							pwdata <= tx_wdata;
						end
					end
					else begin
						state	<= IDLE;		 
						psel 	<= 1'b0;
					end	
				end
				else begin
					state	<= ACCESS;
				end	
			end
			default: state	<= IDLE;
			endcase
		end
	end
endmodule
module apb_wrapper #(parameter 
            ADDR_WIDTH = 16,
            DATA_WIDTH = 32 )
(
    input   logic                       pclk,
    input   logic                       preset_n,
    input   logic                       tx_valid,
    input   logic   [1:0]               tx_encode,
    input   logic   [ADDR_WIDTH-1:0]    tx_addr,
    input   logic   [DATA_WIDTH-1:0]    tx_wdata,
    output  logic   [DATA_WIDTH-1:0]    tx_rdata,
    output  logic                       tx_rvalid, 
    output  logic                       Intr ,            
    input   logic                       Tx_done_i,       
    input   logic                       Rx_done_i,
    input   logic                       Arb_done_i
    );
    reg                    psel;
    reg                    penable;
    reg                    pwrite;
    reg[ADDR_WIDTH-1:0]    paddr;
    reg[DATA_WIDTH-1:0]    pwdata;
    reg[DATA_WIDTH-1:0]    prdata;
    reg                    pready;
    reg                    pslverr;
    apb_master master(.pclk(pclk), .preset_n(preset_n) , .tx_valid(tx_valid), .tx_encode(tx_encode), .tx_addr(tx_addr),
        .tx_wdata (tx_wdata), .tx_rdata(tx_rdata), .tx_rvalid(tx_rvalid), .psel(psel), .penable(penable), 
        .pwrite(pwrite), .paddr(paddr), .pwdata(pwdata), .prdata(prdata), .pready(pready) , .pslverr(pslverr));
    CSR slave(.pclk(pclk), .preset_n(preset_n), .psel(psel), .penable(penable), .pwrite(pwrite), .paddr(paddr), 
        .pwdata(pwdata), .prdata(prdata), .pready(pready), .pslverr(pslverr), .Intr(Intr), .Tx_done_i(Tx_done_i),
        .Rx_done_i (Rx_done_i), .Arb_done_i(Arb_done_i) );
endmodule : apb_wrapper
```
`design/flow/constraint.sdc`:
```
current_design apb_wrapper

set clk_period 7.1
set clk_io_pct 0.2

create_clock -name clk0 -period $clk_period [get_ports {pclk}]

set non_clock_inputs [all_inputs -no_clocks]
set_input_delay [expr $clk_period * $clk_io_pct] -clock clk0 $non_clock_inputs
set_output_delay [expr $clk_period * $clk_io_pct] -clock clk0 [all_outputs]
```
==> PnR_summary.wiki <==
=== Synthesis and place and route ===
{| class="wikitable"
! Metric !! Value
|-
| Worst-path maximum fanout || 38
|-
| Most used DFF post-synth || dfrtp_1
|-
| CP Cell Sequence || buf_4 > nor4b_1 > and4_1 > and3_2 > buf_4 > mux2_2
|-
| Hold buffer count at CTS || 0
|-
| Fin. Hold Viols || 0
|-
| Post-layout instance count excluding filler cells || about 1400
|-
| Area figure in the yosys stat output || around 0.013 mm²
|-
| Count of flip-flops with a built-in enable after synthesis || 0
|-
| Number of max-capacitance violations reported || 0
|-
| Yosys Warn Count || 0
|-
| Leftover overflow at the end of global routing || 0
|-
| Post-synth ARST share || 0.9897
|-
| Largest register FFs || 160
|-
| Setup fix buffers added after clock tree synthesis || 0
|-
| Kind of capture point of the worst setup path || register
|-
| CP Launch Type || register
|-
| Yosys xor share || 0
|-
| Maximum number of pins on one net before global-route repair || 124
|-
| Biggest combinational cell group after synthesis || multiplexers
|-
| Post-route antenna net violation count || 0
|-
| Initial core utilization || 0.5107
|-
| Warning total across the stage logs || 27
|-
| Outcome || finished, final reports clean
|-
| Total DRC errors in the routed layout || 0
|-
| DP Wirelength || 19800 µm
|-
| Bufs on Longest Clock Path || 3
|-
| Biggest area consumer among synthesized cells || dfrtp_1
|-
| DR vias/cell || 5.969
|-
| Combined global-route utilization of all metal layers || 0.2640
|-
| Final instance area || roughly 0.015 mm²
|-
| Register cell area after layout || just over 0.007 mm²
|-
| Mapped cell area || 0.01290 mm²
|-
| Placer congestion estimate || around 0.84
|-
| Post-synthesis cell type with the largest instance count || dfrtp_1
|-
| Buffers added on ports || 89
|-
| Die boundary height || around 160 µm
|-
| TritonCTS Sinks || 291
|-
| Most instantiated cells after synthesis || dfrtp_1 (287), mux2_2 (222), o21ai_0 (62)
|-
| Post-Synth Adder-Cell Area || 0
|-
| Starting DRC count in detailed routing || 607
|-
| Power per standard cell area || roughly 280 mW/mm²
|-
| Count of instantiated cells in the yosys netlist || between 900 and 1000
|-
| Seq/Total Area, Yosys || 0.5636
|-
| Unrepaired setup endpoints after global routing || no
|-
| Post-Synth Simple-Gate Area || 0.06510
|-
| Crit path DAT || about 4.3 ns
|-
| Worst Clk Skew || 0.009771 ns
|-
| Number of iterations in the first detailed-routing pass || 5
|-
| Clock root buffer master || clkbuf_16
|-
| Area share of and-or/or-and cells after synthesis || 0.09169
|-
| Mapped Avg Cell Area || roughly 13 µm²
|-
| Data required time of the critical path || between 7 and 8 ns
|-
| Fin crit share || 0.5399
|-
| H-tree levels || 1
|-
| Die area || between 0.02 and 0.03 mm²
|-
| Core region area || approximately 0.025 mm²
|-
| Worst Setup Path Type || register to register
|-
| Setup violators final || 0
|-
| Inserted Clock Buffers || 31
|-
| Clock period minus final worst setup slack || about 3.8 ns
|-
| Wire length of the first global-routing pass || 49990 µm
|-
| Total number of placement rows || 58
|-
| Transition time at the pin with the least slew margin || 1.035 ns
|-
| CTS tree || built
|-
| Critical-path cell with the highest stage delay || nor4b_1
|-
| Leading cell types by total area after synthesis || dfrtp_1 (56%), mux2_2 (19%), mux2_4 (3.5%), o21ai_0 (2.4%), mux2i_1 (1.9%)
|-
| Cell count after synthesis || 969
|-
| Logic area || 0.005314 mm²
|-
| Relative slew slack || 0.3003
|-
| Placed instance area || approximately 0.014 mm²
|-
| F_max || 260.9 MHz
|-
| Top Family by Delay on Critical Path || simple AND/OR/NAND/NOR gates
|-
| Number of filler cells placed in the layout || 2003
|-
| Class of the tightest hold or removal check || register to register
|-
| Vias in the first global route || 8501
|-
| Layout cell share with drive strength beyond 1 || 0.3243
|-
| Final total negative setup slack || 0 ns
|-
| Standby leakage power || 0.007069 µW
|-
| Buffers plus inverters on the worst setup path || 2
|-
| Post-synthesis cell type count || 54
|-
| Top cell area share || 0.5569
|-
| Clk ins delay skew pair || 0.55 ns
|-
| Area growth from synthesis to layout || 17.32%
|-
| Total via count after detailed routing || roughly 8400
|-
| Maximum ir drop on the vdd rail || 0.0001885 V
|-
| Clock-pin slew on the worst setup and hold paths || ~0.060 ns
|-
| Post-CTS resize count || 0
|-
| Cell repeated most along the worst path || buf_4
|-
| Die X || 162.6 µm
|-
| Final slew viol count || 0
|-
| Routed WL || 31500 µm
|-
| Antenna diodes || 0
|-
| Number of antenna violations at the first check in global routing || 0
|-
| CP peak stage delay || 0.95 ns
|-
| Top-Level Pins || 90
|-
| Multiplexer share of the synthesized area || 0.2535
|-
| Cell count after placement || ~1400
|-
| Average routed wire per standard cell || 22.41 µm
|-
| Flops & latches, synth || 291
|}
## final cells by class
class | count | share of cell area
Clock inverter | 5 | 0.003473
Inverter | 1 | 0.0002481
Clock buffer | 51 | 0.06087
Tap cell | 330 | 0.02729
Sequential cell | 291 | 0.4805
Multi-Input combinational cell | 606 | 0.3512
Timing Repair Buffer | 122 | 0.07641
## routing by layer
metal / up-vias / part of all wire / GRT usage
met5: - / 0 / 0
met4: 0 / 0.022 / 0.05140
met2: 222 / 0.45 / 0.3901
met3: 52 / 0.059 / 0.04779
met1: 4357 / 0.47 / 0.4368
li1: 3761 / - / -
## where the power goes
part | internal [µW] | switching (µW) | total, µW
clock | 912 | 635 | 1550
combinational | 274 | 385 | 659
sequential | 1780 | 234 | 2020
## path summary, 6_finish.rpt
check | start | end | slack, ns | depth (start not counted)
hold reg to reg | master.tx_rdata[27] | master.tx_rdata[27] | 0.49 | 2
setup reg to reg | master.paddr[2] | slave.config_reg[1] | 3.27 | 6
setup / recovery | master.paddr[2] | slave.config_reg[1] | 3.27 | 6
hold / removal | master.tx_rdata[27] | master.tx_rdata[27] | 0.49 | 2
max in group asynchronous | preset_n | master.pwdata[14] | 4.56 | 3
min in group asynchronous | preset_n | master.pwdata[6] | 0.82 | 1
## logic make-up after synthesis
family,count (synthesis)
flip-flops,291
AND/OR/NAND/NOR,149
buffers and inverters,72
AND-OR/OR-AND,177
multiplexers,280
## cells in the final DEF, fill, tap and decap left out, types with 7 or more instances in the layout
cell type / netlist / final
mux2i_1: 24 / 24
nand2b_1: 8 / 8
nor2b_1: 8 / 7
clkbuf_8: 0 / 7
o211ai_1: 10 / 10
a31oi_1: 8 / 8
mux2_4: 30 / 30
a21oi_1: 35 / 35
clkbuf_16: 0 / 31
mux2_2: 222 / 222
nand4_1: 7 / 7
buf_4: 3 / 32
a222oi_1: 17 / 17
nand2_1: 42 / 42
a2bb2oi_1: 10 / 10
a22o_1: 9 / 9
clkdlybuf4s50_1: 0 / 88
dfrtp_1: 287 / 286
nand3_1: 10 / 8
o21ai_0: 62 / 62
clkbuf_1: 35 / 13
nor2_1: 27 / 27
a32o_1: 10 / 10
## tightest hold or removal path: cells and delay by family, from the launching register on
kind               cells  cell delay (ns)
AOI/OAI and AO/OA      1             0.06
and+or+nand+nor        1             0.05
DFF                    1             0.34
## stage by stage
stage	power [µW]	utilization	hold WS (ns)	setup WS, ns
global placement	2699	0.5605	0.4780	3.486
CTS	4258	0.5991	0.4975	3.373
detailed placement	2701	0.5605	0.4794	3.408
floorplan	2384	-	0.4257	4.195
global route	4408	0.5991	0.5119	3.170
finish	4222	0.5991	0.4933	3.267
Power and IR drop assume default switching activity.
